$ cat flow/config.mk
export PLATFORM = sky130hd
export DESIGN_NAME = srpt_queue
export DESIGN_NICKNAME = srpt_queue
export VERILOG_FILES = /design/flow/design.v
export SDC_FILE = /design/flow/constraint.sdc
export NUM_CORES = 4
export LEC_CHECK = 1
export CORE_UTILIZATION = 40
$ cat flow/constraint.sdc
current_design srpt_queue

set clk_period 12.0
set clk_io_pct 0.2

create_clock -name clk0 -period $clk_period [get_ports {clk}]

set non_clock_inputs [all_inputs -no_clocks]
set_input_delay [expr $clk_period * $clk_io_pct] -clock clk0 $non_clock_inputs
set_output_delay [expr $clk_period * $clk_io_pct] -clock clk0 [all_outputs]
$ cat flow/design.v
`timescale 1ns / 1ps
module srpt_queue #(parameter CACHE_SIZE = 131072,
		    parameter PAYLOAD_SIZE = 1386,
		    parameter MAX_RPCS = 64,
		    parameter TYPE = "sendmsg")
   (input clk, rst,
    input [16-1:0]		       CACHE_BLOCK_SIZE,
    input			       s_axis_tvalid,
    output reg			       s_axis_tready,
    input [89-1:0]      s_axis_tdata,
    output reg			       m_axis_tvalid,
    input wire			       m_axis_tready,
    output reg [89-1:0] m_axis_tdata);
   reg [89-1:0]	       queue[MAX_RPCS-1:0];
   reg [89-1:0]	       queue_swap_odd[MAX_RPCS-1:0]; 
   reg [89-1:0]	       queue_swap_even[MAX_RPCS-1:0];
   reg [89-1:0]	       queue_insert;
   wire [89-1:0]	       queue_head;
   reg				       queue_swap_polarity;
   wire				       sendq_granted;
   wire				       sendq_dbuffered;
   wire				       head_active;
   reg				       ripe;
   reg				       queue_ready;
   reg				       dequeue_ready;
   task prioritize;
      output [89-1:0] low_o, high_o;
      input [89-1:0]  low_i, high_i;
      begin
	  if ((low_i[88:86] != high_i[88:86]) 
	      ? (low_i[88:86] < high_i[88:86]) 
	      : (low_i[45:26] > high_i[45:26])) begin
	     high_o = low_i;
	     low_o  = high_i;
	     if (TYPE == "sendmsg") begin
	        if (low_i[25:16] == high_i[25:16] &&
	  	   low_i[88:86] == 3'b001) begin
	  	  low_o[65:46] = low_i[65:46];
	  	  low_o[88:86]  = 3'b101;
	        end else if (low_i[15:0] == high_i[15:0] &&
	  		    low_i[88:86] == 3'b010) begin
	  	  low_o[85:66]   = low_i[85:66];
	  	  low_o[88:86]  = 3'b101;
	        end
	     end else if (TYPE == "fetch") begin 
	        if (low_i[88:86] == 3'b001 
	  	   && low_i[25:16] == high_i[25:16]) begin
	  	  low_o[65:46] = low_o[65:46] - PAYLOAD_SIZE;
	  	  low_o[88:86]  = 3'b101;
	        end
	     end
	  end else begin 
	  high_o = high_i;
	  low_o  = low_i;
	  end 
      end
   endtask  
   assign queue_head      = queue[0];
   assign sendq_granted   = (queue_head[85:66] + 1 <= queue_head[45:26])
     | (queue_head[85:66] == 0);
   assign sendq_dbuffered = (queue_head[65:46] + PAYLOAD_SIZE <= queue_head[45:26]) 
     | (queue_head[65:46] == 0);
   assign head_active = (queue_head[88:86] == 3'b101);
   integer entry;
   always @* begin
      if (TYPE == "sendmsg") begin
	 ripe = sendq_granted & sendq_dbuffered & head_active;
      end else if (TYPE == "fetch") begin
	 ripe = head_active;
      end
      queue_ready  = s_axis_tvalid & s_axis_tready;
      dequeue_ready = !queue_ready & ripe;
      queue_insert = s_axis_tdata;
      prioritize(queue_swap_odd[0], queue_swap_odd[1], queue_insert, queue[0]);
      for (entry = 2; entry < MAX_RPCS-1; entry=entry+2) begin
	 prioritize(queue_swap_odd[entry], queue_swap_odd[entry+1], queue[entry-1], queue[entry]);
      end
      for (entry = 1; entry < MAX_RPCS; entry=entry+2) begin
	 prioritize(queue_swap_even[entry-1], queue_swap_even[entry], queue[entry-1], queue[entry]);
      end
   end
   integer rst_entry;
   always @(posedge clk) begin
      s_axis_tready <= 1;
   end
   always @(posedge clk) begin
      if (rst) begin
	 m_axis_tvalid <= 0;
	 queue_swap_polarity <= 0;
	 for (rst_entry = 0; rst_entry < MAX_RPCS; rst_entry = rst_entry + 1) begin
	    queue[rst_entry] <= 0;
	    queue[rst_entry][88:86] <= 3'b011;
	 end
      end else begin  
	 if (s_axis_tvalid && s_axis_tready) begin 
	    for (entry = 0; entry < MAX_RPCS-1; entry=entry+1) begin
	       queue[entry] <= queue_swap_odd[entry];
	    end 
	 end else if (!m_axis_tvalid || m_axis_tready) begin
	    if (dequeue_ready) begin
	       if (TYPE == "sendmsg") begin
	  	  if (queue_head[45:26] <= PAYLOAD_SIZE) begin
	             queue[0] <= queue[1];
	             queue[1][88:86]  <= 3'b000;
	  	  end else begin
	             queue[0][45:26] <= queue_head[45:26] - PAYLOAD_SIZE;
	  	  end
	       end else if (TYPE == "fetch") begin  
	  	  if (queue_head[45:26] <= CACHE_BLOCK_SIZE) begin
	             queue[0]                        <= queue[1];
	             queue[1][88:86] <= 3'b000;
	  	  end else begin
	             queue[0][45:26] <= queue[0][45:26] - CACHE_BLOCK_SIZE;
	             queue[0][65:46] <= queue[0][65:46] + CACHE_BLOCK_SIZE;
	             if (queue[0][65:46] >= CACHE_SIZE - CACHE_BLOCK_SIZE) begin
	        	queue[0][88:86] <= 3'b100;
	             end
	  	  end  
	       end  
	    end 
	    m_axis_tvalid <= dequeue_ready;
	    m_axis_tdata  <= queue_head;
	 end  
      end
   end 
endmodule  
$ cat flow/run.sh
#!/bin/bash
# OpenROAD 26Q1-2900-gdf79404cd8, Yosys 0.63+post, stock flow scripts
make -C /OpenROAD-flow-scripts/flow DESIGN_CONFIG=/design/flow/config.mk WORK_HOME=/design/flow/orfs finish
==> results_dict.tcl <==
# place-and-route summary
set metrics [dict create \
    dp_hpwl_um 25100 \
    seq_power_share 0.414 \
    seqCellArea_mm2 0.00626 \
    ys_sh_mux 0.114 \
    logic_area_mm2 0.00723 \
    max_cap_violations 0 \
    stdcell_area_mm2 0.0173 \
    wl_per_cell_um 18.5 \
    cp_max_fo 38 \
    final-max-slew-violation-count 0 \
    warnings 42 \
    grt_pass1_wl_um 59500 \
    syn_inst 1447 \
    period_needed_ps 6110 \
    drt_drc_violations_left 0 \
    num_vias 11400 \
    yosys.area.top_type "dfxtp_1" \
    ant_nets 0 \
    comb_power_share 0.212 \
    simple_gate_share 0.131 \
    slew_headroom 0.480 \
    cpPeakStageDelay_ps 640 \
    setup_tns_ps 0 \
    r2r_cells 19 \
    ys_seq_frac 0.444 \
    ctsHoldBuffers 0 \
    die-width_um 190 \
    postCtsSetupBuffers 0 \
    cts_tree "built" \
    area_leaders "dfxtp_1 (25%), edfxtp_1 (19%), mux2i_1 (7.5%)" \
    synth.distinct_cells 75 \
    ff_type "dfxtp_1" \
    synth-xor-area-share 0.0417 \
    cts_buffers 30 \
    leakagePower_nw 6.80 \
    min-delay-start "queue[0][87]" \
    grt_pass1_vias 10500 \
    hold_viol_final 0 \
    htreeDepth 1 \
    final_layout_size_suffix_gt1_frac 0.0788 \
    p_switching_mw 0.751 \
    critPathArrivalTime_ps 6550 \
    worstReg2RegEnd "queue[0][87]" \
    fmax_mhz 164 \
    swShare 0.288 \
    crit_slowest_cell "a41oi_2" \
    gp_congestion 0.885 \
    clockBufferDepth 3 \
    peakVddDrop_mv 0.126 \
    synth.cellmix.compoundShare 0.165 \
    ys_area_mm2 0.0141 \
    start_kind "primary input" \
    via_per_inst 5.53 \
    worst_clock_skew_ps 12.4 \
    drt_wl_total_um 38100 \
    fin_cells 2056 \
    crit_path_cell_trace "clkdlybuf4s50_1 > ha_1 > nand4_1 > nor4_1 > a21bo_2 > a41oi_2 > buf_4 > nor2_4 > inv_2 > buf_4 > o21ai_0 > a221o_1" \
    overflow 0 \
    power_frac_clock 0.374 \
    placementRows 68 \
    grtUsageTotal 0.218 \
    clk_latency_ps 560 \
    end_kind "flip-flop" \
    post-route-period-util 0.509 \
    outcome "complete, no violations" \
    antenna_found_initial 1 \
    layout_top_cells "clkdlybuf4s50_1 (180), dfxtp_1 (179), nor2_1 (146)" \
    cp_common_cell "buf_4" \
    clkSinkCount 268 \
    placedCellCount 1999 \
    grt_setup_unrepaired "no" \
    required_ps 12440 \
    p_int_mw 1.86 \
    grt_max_degree 71 \
    ys_ff 268 \
    reg2reg_from "queue[0][68]" \
    cts.clk_slew.worst_paths_ps 60 \
    avgSynthCellArea_um2 9.73 \
    yosys-stat-cells 1447 \
    die_h_um 190 \
    synth-edff-count 89 \
    synth_top_area_share 0.255 \
    hp-class "flip-flop to flip-flop" \
    top_logic_kind "AND-OR/OR-AND gates" \
    port_buffers 182 \
    first_pass_iters 5 \
    drtIter0Drc 650 \
    criticalPathCategory "primary input to flip-flop" \
    finish.utilization 0.499 \
    tightest_slew_ps 781 \
    chip_area_mm2 0.0360 \
    power_density_mw_per_mm2 151 \
    synth_adder_area_share 0.0595 \
    area_growth_pct 22.6 \
    setup_viol 0 \
    min_delay_worst_endpoint "m_axis_tdata[87]" \
    ctsResizeCount 0 \
    holdPathStages 0 \
    ys_async_sr_fraction 0 \
    r2r_slack_ps 6990 \
    synth_area_mm2 0.0141 \
    fp_util 0.407 \
    final_common_cell "clkdlybuf4s50_1" \
    ios 200 \
    placeableCoreArea_mm2 0.0346 \
    nFillCells 3077 \
    placed_cell_area_mm2 0.0162 \
    ys_warn_count 4 \
    cts-root-buf "clkbuf_16" \
    total_power_mw 2.61 \
]
## metal layers
| metal | GRT usage | part of all wire |
|---|---|---|
| met1 | 0.342 | 0.47 |
| met2 | 0.326 | 0.45 |
| met3 | 0.0369 | 0.057 |
| met4 | 0.0478 | 0.020 |
| met5 | 0.0137 | 0.0017 |
## synthesized netlist by cell type, drive strengths merged (9+ instances only)
master	count
ha	67
dfxtp	179
nor4	15
nor2	148
nand4	17
and3	9
a211oi	64
clkbuf	85
a22oi	21
nor3	35
nand3	22
o22ai	21
buf	24
mux2	49
xnor2	43
a21oi	88
inv	34
nand2	118
o21ai	47
edfxtp	89
a311oi	37
mux2i	105
xor2	24
## state kept, by name, summed over array words and instances (netlist names)
name           count
queue            178
m_axis_tdata      89
m_axis_tvalid      1
## worst max-delay path: cells and delay by family
kind | cells | cell delay, ps
compound gates | 4 | 1360
buf+inv | 4 | 1710
simple gates | 3 | 680
fa+ha+maj | 1 | 360
## logic make-up (layout without fill, tap and decap cells)
group                    after synthesis  count (layout)
AND-OR/OR-AND                        344             344
XOR/XNOR                              67              67
adder cells (fa/ha/maj)               67              67
buffers and inverters                145             298
flip-flops                           268             268
multiplexers                         154             154
other                                  1               2
AND/OR/NAND/NOR                      401             401
## area by class of cell
type,instances,share of cell area
Antenna cell,1,0.000145
Clock buffer,43,0.0535
Clock inverter,13,0.00841
Inverter,36,0.00783
Multi-Input combinational cell,1034,0.419
Sequential cell,268,0.362
Tap cell,455,0.0330
Timing Repair Buffer,206,0.116
## power groups by stage
stage	combinational [mW]	clock, mW	sequential, mW
after global routing	0.610	1.04	1.09
final	0.553	0.976	1.08
after CTS	0.555	0.997	1.08
## worst max-delay path by stage
stage	from	endpoint	slack (ps)	cells after the start
finish	s_axis_tdata[41]	queue[1][87]	5890	12
global route	s_axis_tdata[41]	queue[1][32]	5670	12
CTS	s_axis_tdata[41]	queue[1][87]	5930	12
## stage by stage
step	hold slack (ps)	setup WS, ps
after floorplan	403	2250
after global placement	445	5300
after detailed placement	447	5350
after CTS	462	5930
after global routing	481	5670
final	465	5890
Power is estimated from default activity; no workload was simulated.
